File: /design/flow/design.v
module register_file (
    input wire clk,
    input wire [4:0] rs1, rs2, rd,
    input wire reg_write,
    input wire [31:0] write_data,                                                 output wire [31:0] reg_data1, reg_data2
);
    reg [31:0] registers [0:31];
    always @(posedge clk) begin
        if (reg_write && rd != 0)
            registers[rd] <= write_data;
    end
    assign reg_data1 = registers[rs1];
    assign reg_data2 = registers[rs2];
endmodule
File: /design/flow/config.mk
export PLATFORM = sky130hd
export DESIGN_NAME = register_file
export DESIGN_NICKNAME = register_file
export VERILOG_FILES = /design/flow/design.v
export SDC_FILE = /design/flow/constraint.sdc
export NUM_CORES = 4
export LEC_CHECK = 1
export CORE_UTILIZATION = 40
File: /design/flow/constraint.sdc
current_design register_file

set clk_period 10.0
set clk_io_pct 0.2

create_clock -name clk0 -period $clk_period [get_ports {clk}]

set non_clock_inputs [all_inputs -no_clocks]
set_input_delay [expr $clk_period * $clk_io_pct] -clock clk0 $non_clock_inputs
set_output_delay [expr $clk_period * $clk_io_pct] -clock clk0 [all_outputs]
File: /design/flow/run.sh
#!/bin/bash
# OpenROAD 26Q1-2900-gdf79404cd8, Yosys 0.63+post, stock flow scripts
make -C /OpenROAD-flow-scripts/flow DESIGN_CONFIG=/design/flow/config.mk WORK_HOME=/design/flow/orfs finish
==> results.json <==
{
  "status": "completed",
  "hold_path.class": "in2reg",
  "grt_use_total": 0.2705,
  "wl_per_cell_um": 29.79,
  "chipHeight_um": 351.1,
  "antenna_found_initial": 13,
  "regArea_sq_um": 30750,
  "fin_ws_ns": 2.364,
  "fillCellCount": 10470,
  "cpPeakStageDelay_ns": 0.63,
  "first_iter_violations": 1983,
  "hold_violations": 0,
  "place_ws_ns": 2.471,
  "path_class": "in2out",
  "dpl_cell_area_sq_um": 51860,
  "intPower_uw": 7181,
  "grt_pass1_vias": 31970,
  "clkPwrFrac": 0.392,
  "stdcell_count": 5206,
  "vias": 31160,
  "fin_area_sq_um": 55030,
  "cts_inserted_buffers": 107,
  "overflow": 0,
  "cts_max_level": 3,
  "gp_congestion": 0.8740,
  "synthDistinctLibCells": 24,
  "regMostFlops": "registers",
  "dp.cells": 5014,
  "synthToLayoutAreaGrowth_pct": 12.87,
  "comb_area_sq_um": 16890,
  "ys_ff": 1024,
  "warning_count": 26,
  "drcViolationCount": 0,
  "ctsHoldBuffers": 0,
  "grt_max_degree": 93,
  "synth_warnings": 1,
  "clkSlewWorstSetupHoldPaths_ns": 0.06,
  "worst_ep_required_time_ns": 8.00,
  "ioPinCount": 113,
  "critPathLaunchType": "input pin",
  "synthesis.instances": 3386,
  "dieArea_sq_um": 123300,
  "rsz0062_at_grt": "no",
  "core_area_sq_um": 120400,
  "slew_headroom": 0.2823,
  "std_cell_rows": 127,
  "power.share.sequential": 0.513,
  "p_per_area_nw_per_um2": 170.4,
  "avgViaCountPerCell": 5.986,
  "critical_path_arrival_ns": 5.64,
  "hold_end": "registers[30][3]$_DFFE_PP_",
  "path_cells": "clkdlybuf4s50_1 -> nor2b_4 -> buf_4 -> buf_4 -> a22o_1 -> nor3_1 -> a31oi_1 -> nand3_1 -> clkdlybuf4s50_1",
  "fmax_mhz": 131.0,
  "cts_tree": "built",
  "cts.sinks": 1024,
  "drive_above_1_share": 0.08719,
  "initial_utilization": 0.4048,
  "hpwl_um": 84360,
  "die_w_um": 351.1,
  "setup_viol": 0,
  "switchingPower_uw": 2198,
  "grt_pass1_wl_um": 221200,
  "comb_power_share": 0.095,
  "largest_reg_flops": 1024,
  "synth_seq_share": 0.6307,
  "peakVddDrop_mv": 0.1307,
  "post_cts.repair.setup_buffers": 0,
  "p_sw_frac": 0.2344,
  "port_buffers": 112,
  "drv_cap": 0,
  "cts-root-buf": "clkbuf_16",
  "p_leak_uw": 0.02013,
  "antenna_left": 0,
  "first_pass_iters": 5,
  "timing.final.crit_period_ns": 7.636,
  "cts_buffer_depth": 3,
  "ys_chip_area_sq_um": 48760,
  "finalMaxSlewViolations": 0,
  "cpMaxStageDelayCell": "nor2b_4",
  "cp_max_fo": 28,
  "cp-end-kind": "primary output",
  "holdCritStartpoint": "write_data[3]",
  "period_used_share": 0.7636,
  "reg_top3": "registers (1024)",
  "fin_tns_setup_ns": 0,
  "postSynthAreaPerCell_sq_um": 14.40,
  "yosys_cells": 3386,
  "synth_area_sq_um": 48760,
  "worst_pin_slew_ns": 1.074,
  "holdPathStages": 2,
  "wirelength_um": 155100,
  "cts_resized": 0
}
stage by stage:
stage	total power (uW)	util	hold slack (ns)
final	9379	0.4569	2.137
after global routing	9654	0.4568	2.135
after CTS	9424	0.4568	2.105
after detailed placement	5787	0.4305	2.833
after global placement	5785	0.4305	2.835
after floorplan	5397	-	2.099
critical path: cells and delay by family:
kind | cells | cell delay, ns
compound gates | 2 | 0.43
buf+inv | 4 | 2.15
simple gates | 3 | 1.02
metal layers:
layer	share of wire	vias to the layer above	wire length, um	track usage
met1	0.36	15410	55260	0.3405
met2	0.46	1788	71400	0.4008
li1	-	13610	-	-
met3	0.15	333	22820	0.1667
met4	0.035	22	5454	0.07808
met5	0.0011	-	169	0.01256
cells in the final DEF (no fill, tap or decap), drive strengths merged, types with 5 or more instances in the layout:
master / Yosys / layout
mux2i: 1024 / 1024
edfxtp: 1024 / 1024
nand2: 195 / 195
nand3: 194 / 194
a22oi: 192 / 192
a21oi: 192 / 192
clkbuf: 86 / 136
a22o: 128 / 128
buf: 167 / 128
clkdlybuf4s50: 0 / 110
nor3: 64 / 64
a31oi: 64 / 64
clkinv: 0 / 42
nor2: 34 / 34
conb: 1 / 32
nand3b: 5 / 5
inv: 0 / 5
cell usage after synthesis:
cell type / number / area share
a31oi_1: 64 / 0.0082
nand2_1: 195 / 0.015
and2_1: 2 / 0.00026
edfxtp_1: 1024 / 0.63
or2_2: 2 / 0.00026
nor2b_1: 4 / 0.00051
or3_1: 1 / 0.00013
buf_4: 57 / 0.0088
a22oi_1: 192 / 0.030
clkbuf_1: 82 / 0.0063
nand3b_1: 5 / 0.00077
or3b_2: 3 / 0.00054
clkbuf_4: 4 / 0.00062
nor2_1: 34 / 0.0026
buf_2: 62 / 0.0064
a22o_1: 128 / 0.023
nand3_1: 194 / 0.020
conb_1: 1 / 0.000077
nor3_1: 64 / 0.0066
buf_1: 11 / 0.00085
mux2i_1: 1024 / 0.21
a21oi_1: 192 / 0.020
nand2b_1: 4 / 0.00051
buf_6: 37 / 0.0085
cell families after synthesis:
| logic type | Yosys count | share of synthesized area |
|---|---|---|
| buf+inv | 253 | 0.03146 |
| flops | 1024 | 0.6307 |
| mux | 1024 | 0.2102 |
| simple gates | 508 | 0.04709 |
| other cells | 1 | 0.00007691 |
| compound gates | 576 | 0.08048 |
power by group through the flow:
stage,Clock (uW),Sequential [uW],Combinational [uW]
final,3670,4810,895
after CTS,3720,4810,888
after global routing,3890,4820,948
area by class of cell:
cell class                      count  share of cell area
Tap cell                         1612             0.03665
Multi-Input combinational cell   2140              0.3069
Clock buffer                      136             0.05140
Clock inverter                     52            0.006139
Antenna cell                        4           0.0001819
Sequential cell                  1024              0.5587
Timing Repair Buffer              238             0.04001
how the worst max path moves through the flow:
stage | cells after the start | start | to | slack [ns]
4_1_cts | 9 | rs1[2] | reg_data1[9] | 2.48
5_1_grt | 9 | rs1[2] | reg_data1[9] | 2.35
6_report | 9 | rs1[2] | reg_data1[9] | 2.36
Power is estimated from default activity; no workload was simulated.
