===== flow/config.mk =====
export PLATFORM = sky130hd
export DESIGN_NAME = program_counter
export DESIGN_NICKNAME = program_counter
export VERILOG_FILES = /design/flow/design.v
export SDC_FILE = /design/flow/constraint.sdc
export NUM_CORES = 4
export LEC_CHECK = 1
export CORE_UTILIZATION = 30

===== flow/constraint.sdc =====
current_design program_counter

set clk_period 6.6
set clk_io_pct 0.2

create_clock -name clk0 -period $clk_period [get_ports {clk}]

set non_clock_inputs [all_inputs -no_clocks]
set_input_delay [expr $clk_period * $clk_io_pct] -clock clk0 $non_clock_inputs
set_output_delay [expr $clk_period * $clk_io_pct] -clock clk0 [all_outputs]

===== flow/design.v =====
module program_counter (
    input wire clk,
    input wire reset,
    output reg [31:0] pc
);                                                                                always @(posedge clk or posedge reset) begin
        if (reset)
            pc <= 0;
        else
            pc <= pc + 4;
    end
endmodule

===== flow/run.sh =====
#!/bin/bash
# OpenROAD 26Q1-2900-gdf79404cd8, Yosys 0.63+post, stock flow scripts
make -C /OpenROAD-flow-scripts/flow DESIGN_CONFIG=/design/flow/config.mk WORK_HOME=/design/flow/orfs finish

==> metrics.cfg <==
[global_routing]
grt_pass1_vias=956
grtUsageTotal=0.130
grt_max_degree=31
grt_pass1_wl_mm=4.44
grt.overflow.total=0
antenna_found_initial=0

[cts]
tritoncts=built
clkSlewWorstSetupHoldPaths_ns=0.06
insertion_delay_ns=0.27
cts_hold_buf=0
cts.path.max_buffers=2
cts_buffers=5
cts.sinks=30
clock-root-buffer=clkbuf_8
cts-resized-gates=0
h-tree-depth=2
post_cts_buffers=0

[worst_hold_path]
worstHoldPathCells=1
holdCritStartpoint=pc[31]$_DFF_PP0_
min_to=pc[31]$_DFF_PP0_
hold_class=reg -> reg

[synth]
numSynthFlops=30
synth_cells=115
ys_chip_area_mm2=0.00134
ys_warn_count=1
area_leaders=dfrtp_1 56%, xnor2_1 14%, xor2_1 4.6%
ys_cells=115
top_cell_area_share=0.561
top_area_cell=dfrtp_1
syn-cell-area_mm2=0.00134
postSynthAreaPerCell_um2=11.6
postSynthSeqShare=0.561
synth.distinct_cells=20

[timing]
hold_viol=0
maxSlewViolCount=0
max_slew_margin=0.625
worst_clock_skew_ns=0.00517
fmax_mhz=392
setup_viol=0
worst_pin_slew_ns=0.559
rsz0062_at_grt=false
finalCritPeriodShare=0.386
tns_ns=0
min_period_ns=2.55
holdWs_ns=0.481

[drt]
vias_per_cell=4.71
wl_per_cell_um=12.5
drt_wl_total_mm=2.54
drt_iter0_drc=33
vias=956
antenna-diode-count=0
ant_nets=0
drc=0
drt_pass1_iterations=4

[worst_setup_path]
arrival_ns=1.23
worst_r2r_path_depth=5
crit_slowest_cell=clkdlybuf4s50_1
worstReg2RegEnd=pc[28]$_DFF_PP0_
cp.required_ns=5.28
setup.worst_path.class=reg -> out
cp-start-kind=register
reg2reg_setup_slack_ns=4.80
critPathMaxFanout=7
regToRegStartpoint=pc[2]$_DFF_PP0_
endpoint_kind=output pin
crit_path_max_incr_delay_ns=0.50
cp_cell_sequence=clkdlybuf4s50_1
crit_family=buffers and inverters
crit_buf_inv=1

[floorplanning]
fp.dieW_um=68.8
core_mm2=0.00414
dieHeight_um=68.8
io_pins=34
chipArea_mm2=0.00473
num_rows=23
initial_core_util=0.323

[flow_run]
warning_count=25
maxCapViolations=0

[final_layout]
final_cell_count_no_fill=203
largest_reg_flops=30
drive_gt1_frac=0.0850
top_register=pc
areaGrowthSynthToFinish_pct=33.3
nFillCells=380
final-seq-area_um2=751
reg_top3=pc (30)
logic_area_um2=566

[place]
dp_hpwl_mm=1.71
dp.cells=196
io_buffers=31
globalplace.congestion=0.769

[pwr]
p_leak_nw=0.799
power_density_mw_per_mm2=181
ir_worst_vdd_uv=120

[run_status]
outcome=finished, final reports clean

==> logic make-up (layout without fill, tap and decap cells) <==
kind of cell,count (synthesis),after routing,synth area share
adders and majority gates,1,1,0.00934
DFF,30,30,0.561
other,1,2,0.00280
buffers and inverters,5,42,0.0196
and+or+nand+nor,50,50,0.224
xor gates and xnor gates,28,28,0.183
==> cell usage after synthesis, drive strengths merged <==
| cell | number |
|---|---|
| and4 | 2 |
| and2 | 1 |
| or2 | 2 |
| nor2 | 7 |
| nor3 | 3 |
| and3 | 2 |
| nand4 | 10 |
| nand3 | 11 |
| nand2 | 10 |
| ha | 1 |
| buf | 2 |
| xor2 | 7 |
| inv | 3 |
| xnor2 | 21 |
| nor4 | 2 |
| dfrtp | 30 |
| conb | 1 |
==> how the worst max path moves through the flow <==
stage / depth (start not counted) / to / slack [ns] / start
CTS: 1 / pc[22] / 4.04 / pc[22]$_DFF_PP0_
global route: 1 / pc[22] / 3.97 / pc[22]$_DFF_PP0_
finish: 1 / pc[22] / 4.05 / pc[22]$_DFF_PP0_
==> metrics by stage <==
step / total power [mW] / worst slack, ns / util / instance area, um2
6_report: 0.323 / 4.05 / 0.431 / 1780
5_1_grt: 0.339 / 3.97 / 0.431 / 1780
4_1_cts: 0.328 / 4.04 / 0.431 / 1780
3_5_place_dp: 0.192 / 4.35 / 0.412 / 1710
3_3_place_gp: 0.192 / 4.36 / 0.412 / 1710
2_1_floorplan: 0.191 / 4.65 / - / 1340
==> metal layers <==
metal / track usage / vias to the layer above / part of all wire
met5: 0 / - / 0
met4: 0.0179 / 0 / 0.015
met3: 0.0417 / 5 / 0.058
met2: 0.192 / 24 / 0.43
met1: 0.199 / 465 / 0.50
li1: - / 462 / -
==> where the power goes <==
part           leakage (nW)  switching [mW]  internal, mW
sequential            0.410               0         0.184
clock                0.0383          0.0617        0.0724
combinational         0.351         0.00355      0.000948
==> cell type report <==
| cell class | count | share of cell area |
|---|---|---|
| clock buffer | 7 | 0.0428 |
| tap | 50 | 0.0351 |
| multi-input combinational | 81 | 0.317 |
| timing repair buffer | 32 | 0.178 |
| inverter | 3 | 0.00631 |
| sequential | 30 | 0.421 |
==> cell usage in the layout (no fill, tap or decap) <==
master           netlist  final
nor3_1                 3      3
nand4_1                9      9
and4_1                 1      1
nand2_1               10     10
xor2_1                 7      7
or2_2                  2      2
xnor2_1               21     21
conb_1                 1      2
dfrtp_1               30     30
clkbuf_8               0      5
nor2_1                 7      7
nor4_4                 2      2
inv_1                  3      3
nand3_2                1      1
and2_1                 1      1
and4_2                 1      1
clkbuf_1               0      2
clkdlybuf4s50_1        0     31
nand4_2                1      1
nand3_1               10     10
buf_4                  2      1
and3_1                 2      2
ha_1                   1      1
No activity file was given, so power comes from the tool's default toggle rates.
