==> ./design.v <==
module alu (
    input wire [31:0] data1, data2,
    input wire [3:0] alu_control,
    output reg [31:0] alu_result
);                                                                                always @(*) begin
        case (alu_control)
            4'b0010: alu_result = data1 + data2;   
            4'b0110: alu_result = data1 - data2;   
            4'b0000: alu_result = data1 & data2;   
            4'b0001: alu_result = data1 | data2;   
            4'b0011: alu_result = data1 ^ data2;   
            default: alu_result = 0;
        endcase
    end
endmodule
==> ./run.sh <==
#!/bin/bash
# OpenROAD 26Q1-2900-gdf79404cd8, Yosys 0.63+post, stock flow scripts
make -C /OpenROAD-flow-scripts/flow DESIGN_CONFIG=/design/flow/config.mk WORK_HOME=/design/flow/orfs finish
==> ./config.mk <==
export PLATFORM = sky130hd
export DESIGN_NAME = alu
export DESIGN_NICKNAME = alu
export VERILOG_FILES = /design/flow/design.v
export SDC_FILE = /design/flow/constraint.sdc
export NUM_CORES = 4
export LEC_CHECK = 1
export CORE_UTILIZATION = 40
==> ./constraint.sdc <==
current_design alu

set clk_period 19.7
set clk_io_pct 0.2

create_clock -name clk0 -period $clk_period

set non_clock_inputs [all_inputs -no_clocks]
set_input_delay [expr $clk_period * $clk_io_pct] -clock clk0 $non_clock_inputs
set_output_delay [expr $clk_period * $clk_io_pct] -clock clk0 [all_outputs]
==> run notes <==
fresh numbers from the pnr run: number of global-route vias before repair 3848, NetSw 0.0000661 W, WL per Instance 15.0 µm, CTS Hold Bufs 0, Pleak between 2 and 2.5 nW, Setup crit end kind primary output, Top cell area share 30.6%, fin. max-slew vios 0, layout cell share with drive strength beyond 1 3.62%, Synth Seq Share 0%, worst min-delay path class primary input to primary output, synth unique cells approximately 56, cell internal pwr approximately 0.000065 W, Mapped Cells 552, Highest Clock Rate 0.0791 GHz, CP max FO 20, Setup Buffers After CTS 0, fp_density 41.9%, synthesized area 3930 µm², CP Class primary input to primary output, Post-synth top cells 96 x ha_1, 72 x inv_1, 49 x o21ai_0, Antenna Nets Post-Route 0, startpoint types primary input, Port Buffers ~100, crit path DRT 15.76 ns, Yosys warning count 1, GRT overflow 0, die width just over 100 µm, Die Ht 101 µm, tool warnings 65, Hold Crit Endpoint alu_result[2], clock group share of total power 0%, routability cong. 0.890, n_diodes 0, count leader, synth ha_1, actual slew at the worst max-slew pin around 0.73 ns, vias 4155, Hold Violations, Final 0, Total Wirelength 11500 µm, Syn Area/Cell 7.12 µm², worst hold stages 5, period utilization 64.2%, Max-Cap Viols 0, Post-route DRC 0, crit path DAT 8.71 ns, post-CTS sizing 0, Seq pwr share 0%, PwrDens around 26 nW/µm², flop count 0, Layout Area Growth over Synthesis 28.7%, post-layout minimum cycle time 12.65 ns, I/O pin total 100, worst vdd ir 12.0 µV, Layout Cells excl Fill 764, largest net degree at the start of global routing 33, Yosys chip area 3930 µm², final core utilization 54.0%, initial antenna violation count 0, max_slew headroom between 50% and 60%, Switching Share 50.6%, Total Neg Setup Slack 0 ns, unrepaired setup endpoints after global routing false, Rows 35, cell count in the Yosys report between 500 and 600, ranking of synthesized cells by area ha_1 31%, xnor2_1 10%, inv_1 6.9%, Flop area 0 µm², chip area a little over 10000 µm², first-pass GRT wire length 18500 µm, vias per cell 5.44, worst hold path startpoint data1[2], core footprint 9370 µm², first-pass iteration count of the detailed router 6, setup violators final 0, Comb power frac 100.0%, Synth area leader ha_1, outcome completed, Final HPWL DP 9000 µm, clock buffer count 0, Tot GR Track Use 22.7%, Placed Instances ~760, drt initial violations 142
[cells in the final DEF, fill, tap and decap left out, types with 3 or more instances in the layout]
cell and n:
ha_1 96, xor2_1 13, a31oi_1 4, a221oi_1 29, nand3_1 4, o41ai_1 4
nor3_1 4, o21ai_0 49, a21oi_1 34, nor2_1 47, nand2_1 28, nand2b_1 7
nand4_1 10, inv_2 3, xnor2_1 45, clkdlybuf4s50_1 100, o21bai_1 6, nor2b_1 3
a21o_1 11, o31ai_1 10, o211ai_1 3, inv_1 72, buf_4 5
[worst max path at each step]
stage	from	end	slack [ns]	cells after the start
CTS	alu_control[1]	alu_result[29]	7.07	19
global route	alu_control[1]	alu_result[30]	6.65	17
finish	alu_control[1]	alu_result[29]	7.05	19
[logic make-up after synthesis]
| kind of cell | count (synthesis) | synth area share, % |
|---|---|---|
| AOI/OAI and AO/OA | 173 | 29.6 |
| adders and majority gates | 97 | 31.1 |
| xor gates and xnor gates | 58 | 12.9 |
| buffers and inverters | 97 | 9.26 |
| and+or+nand+nor | 125 | 16.6 |
| muxes | 2 | 0.541 |
[area by class of cell]
cell class / count / area, µm²
fillers: 947 / 4310
inverters: 75 / 282
repair buffers: 105 / 1040
multi-input cells: 455 / 3580
well taps: 129 / 161
[routing by layer]
metal,global-route usage (%),wire (µm),up-vias
li1,-,-,2151
met3,0.560,587,2
met1,33.7,5720,1893
met2,38.8,5170,109
met4,0.892,17,0
met5,0,0,-
[per-stage QoR]
stage / hold slack (ns) / setup slack [ns] / power (W) / area [µm²]
3_3_place_gp: 9.04 / 7.18 / 0.000130 / 5060
2_1_floorplan: 8.05 / 8.70 / 0.0000798 / 3930
4_1_cts: 9.05 / 7.07 / 0.000131 / 5060
3_5_place_dp: 9.05 / 7.09 / 0.000130 / 5060
6_report: 9.04 / 7.05 / 0.000131 / 5060
5_1_grt: 9.08 / 6.65 / 0.000147 / 5060
[worst max-delay path, cell delays in order]
cell and delay, ns:
clkdlybuf4s50_1 0.54, nor3b_1 0.23, buf_4 0.19, nand2_1 0.09, buf_4 0.25, nor2_1 0.11, a21o_1 0.13, inv_1 0.05
ha_1 0.25, nor2b_1 0.16, o2111ai_1 0.16, a211oi_1 0.41, o221ai_1 0.27, a21oi_2 0.34, a21oi_2 0.15, o311ai_1 0.37
mux2_2 0.38, o21ai_0 0.16, clkdlybuf4s50_1 0.49
[power by group through the flow]
stage / registers (W) / logic (W) / clock network, W
after CTS: 0 / 0.000131 / 0
after global routing: 0 / 0.000147 / 0
final: 0 / 0.000131 / 0
Power figures rest on the tool's default switching activity, not on a simulated workload.
